[/design/flow/run.sh]
#!/bin/bash
# OpenROAD 26Q1-2900-gdf79404cd8, Yosys 0.63+post, stock flow scripts
make -C /OpenROAD-flow-scripts/flow DESIGN_CONFIG=/design/flow/config.mk WORK_HOME=/design/flow/orfs finish
[/design/flow/config.mk]
export PLATFORM = sky130hd
export DESIGN_NAME = top_bcd
export DESIGN_NICKNAME = top_bcd
export VERILOG_FILES = /design/flow/design.v
export SDC_FILE = /design/flow/constraint.sdc
export NUM_CORES = 4
export LEC_CHECK = 1
export CORE_UTILIZATION = 40
[/design/flow/constraint.sdc]
current_design top_bcd

set clk_period 31.6
set clk_io_pct 0.2

create_clock -name clk0 -period $clk_period [get_ports {clk}]

set non_clock_inputs [all_inputs -no_clocks]
set_input_delay [expr $clk_period * $clk_io_pct] -clock clk0 $non_clock_inputs
set_output_delay [expr $clk_period * $clk_io_pct] -clock clk0 [all_outputs]
[/design/flow/design.v]
module bcd(
    input wire clk,
    input wire reset,
    input wire button,
    output wire [3:0] tens,
    output wire [3:0] units,
    output wire [3:0] hund,
    output wire [3:0] thous
);
wire tick_1;
counter tick_gen (
        .clk(clk),
        .rst(reset),
        .tick_1(tick_1)
    );
    reg [15:0]count1;
    reg counting_down;
    reg reaction_done;
  always@(posedge clk or posedge reset)
    begin
        if(reset)
        begin   
            count1<=16'd3000;
            counting_down<=1'b1;
            reaction_done<=1'b1;
        end
        else if(tick_1==1'b1)
            begin
                 if(counting_down)
                 begin
                        if(count1==16'd0000)begin
                            counting_down<=1'b0;
                            count1<=16'd0000;
                        end
                        else 
                            count1<=count1-1;
                 end
                 else if(reaction_done)
                 begin
                            if(button==1'b1)
                            begin
                                reaction_done<=1'b0;
                            end
                            else if (count1<16'd9999)
                            begin
                                  count1<=count1+1;
                            end
                 end
        end
    end
   assign thous = (count1 / 1000) % 10;   
assign hund  = (count1 / 100) % 10;    
assign tens  = (count1 / 10) % 10;     
assign units = count1 % 10;            
endmodule
module counter(
    input clk,rst,
    output reg tick_1
);
    reg [26:0]count;
    parameter count_max=27'd99_999;  
     always@(posedge clk or posedge rst)
     begin
        if(rst)
        begin
            count<=27'd0000_0000;
            tick_1<=1'b0;
        end
        else if(count==count_max) 
        begin
            count<=27'd0000000;
            tick_1<=1'b1;
        end
        else begin
            count<=count+1;
            tick_1<=1'b0;
        end
     end
endmodule
module top_bcd(
input clk,rst,button,
output reg[6:0]seg,
output reg[3:0] an
);
    wire [3:0] tens,units,hund,thous;
    bcd BC1(.clk(clk),.reset(rst),.button(button),.tens(tens),.units(units),.hund(hund),.thous(thous));
    reg [3:0]current_digits;
    reg [19:0] refresh;
    wire [1:0]scan;
    always@(posedge clk or posedge rst)
        if(rst)begin
            refresh<=20'd0;
        end
        else begin
            refresh<=refresh+1'b1;  
        end
     assign scan=refresh[19:18]; 
  always @(*) begin
        case(scan)
            2'b00: begin
                an = 4'b1110;
                current_digits = units;
            end
            2'b01: begin
                an = 4'b1101;
                current_digits = tens;
            end
            2'b10: begin
                an = 4'b1011;
                current_digits = hund;
            end
            2'b11: begin
                an = 4'b0111;
                current_digits = thous;
            end
        endcase
        seg=digit_seg(current_digits);
       end
    function [6:0] digit_seg;
        input [3:0] digit;
        reg  [6:0] seg;
         begin   
            case (digit)
            4'b0001 : seg = 7'b1111001;    
            4'b0010 : seg = 7'b0100100;    
            4'b0011 : seg = 7'b0110000;    
            4'b0100 : seg = 7'b0011001;    
            4'b0101 : seg = 7'b0010010;    
            4'b0110 : seg = 7'b0000010;    
            4'b0111 : seg = 7'b1111000;    
            4'b1000 : seg = 7'b0000000;    
            4'b1001 : seg = 7'b0010000;    
            default : seg = 7'b1000000;    
            endcase
            digit_seg=seg;
        end
   endfunction
endmodule
==> qor.yml <==
syn2layout_area_growth_pct: 72.8
maxCapViolations: 0
routed_via_density: 5.59
place_area_um2: 38800
final_max_slew_viol_count: 0
worst-endpoint-required_ns: 25.28
cts_tree: "yes"
dr.pass1.iters: 6
ys_seq_share_pct: 6.54
finalCriticalPeriod_ns: 58.70
flop_cell: "dfrtp_1"
dp_slack_ns: -28.04
synthCells: 3726
finalCritPeriodShare_pct: 186
grtUsageTotal_pct: 30.4
cp_slowest_cell: "or4_4"
max_freq_ghz: 0.0170
clock_latency_ns: 0.35
place_congestion: 0.981
cpMostUsedCell: "buf_4"
warning_count: 34
core.rowCount: 92
hpwl_um: 74700
yosysWarnings: 3
vias: 35702
setup_viol: 7
antenna_found_initial: 1
path_class: "register to output port"
wl_per_cell_um: 16.0
ys_sh_adder_pct: 11.1
cp.arrival_ns: 52.38
synth.yosys.chip_area_um2: 25400
clk_path_buf_depth: 2
crit_path_end_kind: "output port"
status: "complete, but fails checks"
final_antenna_net_count: 0
path_buffers: 53
violations: "setup timing"
cpPeakStageDelay_ns: 0.54
overflow: 0
grt_first_pass_wirelength_um: 161000
die_area_um2: 64500
slew_headroom_pct: 41.8
holdCritPathClass: "register to register"
edf_count: 0
antenna-diode-count: 0
rsz0062_at_grt: "true"
wirelength_um: 102000
coreArea_um2: 63000
synth_area_um2: 25400
skew_ns: 0.0145
drive_gt1_share_pct: 46.2
stdcell_area_um2: 43900
cts_made_buffers: 9
io_pins: 14
hold_buffers: 0
avgSynthCellArea_um2: 6.82
grt_max_degree: 41
synth_stat.cells: 3726
path_delay_family: "simple AND/OR/NAND/NOR gates"
ys_sh_aoi_pct: 32.5
synth_async_sr_flop_share_pct: 100
path_max_fanout: 8
num-fill-cells: 4561
fp_util_pct: 40.4
first_iter_violations: 2832
fin_setup_tns_ns: -187.73
cts.clk_slew.worst_paths_ns: 0.07
drc: 0
cts_sinks: 66
die_w_um: 254
synth_simple_gate_area_share_pct: 32.7
die.size.y_um: 254
hold_viol: 0
ys_sh_xor_pct: 9.07
logic_family: "simple AND/OR/NAND/NOR gates"
synthDistinctLibCells: 125
ys_sh_mux_pct: 4.58
portBuffers: 13
grt_pass1_vias: 32606
setup_slack_ns: -27.10
startpoint_type: "register"
worstMarginPinSlew_ns: 0.873
synth_flops: 66
clockRootBuffer: "clkbuf_16"
htree_levels: 3
[stage by stage]
stage | utilization, % | hold slack, ns | cells
final | 69.7 | 0.451 | 6390
after global routing | 69.7 | 0.461 | 6390
after CTS | 67.5 | 0.452 | 6325
after detailed placement | 61.6 | 0.444 | 6030
after global placement | 61.6 | 0.437 | 6030
after floorplan | - | 0.422 | 3741
[flip-flops by register name (all words and copies together) (netlist names)]
register and count:
BC1.tick_gen.count 27, refresh 20, BC1.count1 16, BC1.counting_down 1, BC1.reaction_done 1, BC1.tick_gen.tick_1 1
[layout make-up]
| class | count | area, um2 | share of cell area [%] |
|---|---|---|---|
| Clock buffer | 9 | 225 | 0.513 |
| Clock inverter | 7 | 53.8 | 0.123 |
| Inverter | 97 | 373 | 0.850 |
| Multi-Input combinational cell | 3444 | 25900 | 58.9 |
| Sequential cell | 66 | 1670 | 3.79 |
| Tap cell | 846 | 1060 | 2.41 |
| Timing Repair Buffer | 1921 | 14700 | 33.4 |
[kinds of logic (layout without fill, tap and decap cells)]
kind of cell	Yosys count	after routing
and+or+nand+nor	1620	1622
AOI/OAI and AO/OA	1209	1209
xor gates and xnor gates	263	263
buffers and inverters	233	2034
adders and majority gates	225	225
muxes	109	109
DFF	66	66
other	1	16
[final timing paths]
kind | cells after the start | end | start | slack [ns]
worst max register to register | 10 | BC1.count1[10] | BC1.count1[4] | 28.21
min in group asynchronous | 2 | BC1.tick_gen.count[22] | rst | 6.35
max in group asynchronous | 3 | refresh[19] | rst | 24.25
worst max-delay path | 294 | seg[4] | refresh[19] | -27.10
worst min register to register | 1 | refresh[0] | refresh[0] | 0.45
worst min-delay path | 1 | refresh[0] | refresh[0] | 0.45
[per-layer routing]
| layer | wire length [um] | global-route usage [%] | vias to the layer above |
|---|---|---|---|
| met5 | 12 | 0 | - |
| met4 | 2340 | 5.96 | 2 |
| met3 | 5810 | 2.94 | 186 |
| met2 | 44600 | 47.2 | 1085 |
| met1 | 49400 | 45.7 | 16695 |
| li1 | - | - | 17734 |
[Yosys cell counts, types with 14 or more instances]
master | n | area share, %
a211o_1 | 26 | 0.90
a211oi_1 | 35 | 1.0
a21o_1 | 64 | 1.9
a21oi_1 | 272 | 5.4
a22oi_1 | 15 | 0.44
a31oi_1 | 67 | 1.6
and2_1 | 44 | 1.1
and3_1 | 50 | 1.2
and4_1 | 19 | 0.65
buf_2 | 18 | 0.35
clkbuf_1 | 106 | 1.6
dfrtp_1 | 57 | 5.6
ha_1 | 222 | 11
inv_1 | 94 | 1.4
mux2_2 | 43 | 1.9
mux2i_1 | 58 | 2.3
nand2_1 | 371 | 5.5
nand2b_1 | 64 | 1.6
nand3_1 | 148 | 2.9
nand3b_1 | 17 | 0.50
nand4_1 | 49 | 1.2
nor2_1 | 422 | 6.2
nor2b_1 | 55 | 1.4
nor3_1 | 139 | 2.7
nor3b_1 | 14 | 0.41
nor4_1 | 38 | 0.94
o211ai_1 | 49 | 1.4
o21a_1 | 74 | 2.2
o21ai_0 | 224 | 4.4
o21ai_1 | 38 | 0.75
o21bai_1 | 21 | 0.62
o22ai_1 | 30 | 0.74
o31ai_1 | 55 | 1.6
or2_2 | 33 | 0.81
or3_1 | 40 | 0.98
or4_1 | 19 | 0.56
xnor2_1 | 157 | 5.4
xor2_1 | 106 | 3.7
[cell usage in the layout, fill, tap and decap left out, types with 38 or more instances in the layout]
master       n
buf_4     1862
nor2_1     350
nand2_1    339
a21oi_1    210
ha_1       178
o21ai_0    167
xnor2_1    148
nand3_1    131
nor3_1     122
xor2_1      98
inv_1       85
o21a_1      71
a21o_1      64
nand2b_1    60
a31oi_1     60
o21ai_1     57
a21oi_2     57
dfrtp_1     55
o211ai_1    49
nand4_1     49
mux2i_1     49
nor2b_1     42
o31ai_1     42
and3_1      41
nor2_4      41
ha_4        40
buf_6       39
o21ai_2     38
or3_1       38
[timing repair]
item	4_1_cts	5_1_grt
endpoints found under the setup margin	7	7
gates cloned	4	0
endpoints found under the hold margin	0	0
buffers inserted	275	66
pin swaps	237	158
resized	307	187
