**/design/flow/design.v**
```verilog
module led_peripheral(
    input clk, rst,
    input [7:0] write_data,
    input write_enable, 
    input [7:0] write_address,
    output reg [15:0] led
);
    reg [7:0] led_control;
    reg [7:0] led_data1;
    reg [7:0] led_data2;
    always @(posedge clk or posedge rst) begin
        if (rst) begin
            led_control <= 8'd0;
            led_data1   <= 8'd0;
            led_data2   <= 8'd0;
        end 
        else begin
            if (write_enable) begin
                case (write_address)
                    8'h00: led_control <= write_data;
                    8'h01: led_data1   <= write_data;
                    8'h02: led_data2   <= write_data;
                    default: ;
                endcase
            end
        end
    end
    always @(*) begin
        if (led_control[0] == 0)
            led = 16'h0000;
        else
            led = {led_data2, led_data1};
    end
endmodule
```
**/design/flow/run.sh**
```bash
#!/bin/bash
# OpenROAD 26Q1-2900-gdf79404cd8, Yosys 0.63+post, stock flow scripts
make -C /OpenROAD-flow-scripts/flow DESIGN_CONFIG=/design/flow/config.mk WORK_HOME=/design/flow/orfs finish
```
**/design/flow/config.mk**
```make
export PLATFORM = sky130hd
export DESIGN_NAME = led_peripheral
export DESIGN_NICKNAME = led_peripheral
export VERILOG_FILES = /design/flow/design.v
export SDC_FILE = /design/flow/constraint.sdc
export NUM_CORES = 4
export LEC_CHECK = 1
export CORE_AREA = 10 10 101 101
export DIE_AREA = 0 0 111 111
```
**/design/flow/constraint.sdc**
```tcl
current_design led_peripheral

set clk_period 1.1
set clk_io_pct 0.2

create_clock -name clk0 -period $clk_period [get_ports {clk}]

set non_clock_inputs [all_inputs -no_clocks]
set_input_delay [expr $clk_period * $clk_io_pct] -clock clk0 $non_clock_inputs
set_output_delay [expr $clk_period * $clk_io_pct] -clock clk0 [all_outputs]
```
==> flow_summary.json <==
{
  "drive_gt1_share_pct": 68.42,
  "dieArea_um2": 12320,
  "die_height_um": 111,
  "diodes": 0,
  "vias_per_cell": 2.918,
  "max_stage_delay_ns": 0.43,
  "yosysTopAreaCell": "dfrtp_1",
  "worstSetupPathType": "flop to output pin",
  "netlist.area_leader.share_pct": 53.21,
  "endpoint_kind": "output pin",
  "grt_overflow": 0,
  "rsz0062_at_grt": "yes",
  "cts_buffers": 3,
  "hold_viol_final": 0,
  "drc": 0,
  "max_freq_mhz": 728.8,
  "clock_skew_ns": 0,
  "openroad.warnings": 28,
  "grt_usage_pct": 3.819,
  "preCtsSetupSlack_ns": -0.7730,
  "power_density_nw_per_um2": 854.9,
  "path_clk_slew_ns": 0.07,
  "period_minus_slack_ns": 1.372,
  "drtIter0Drc": 12,
  "grtUsageMet1_pct": 5.305,
  "ys_top_cells_by_area": "dfrtp_1 53%, mux2_2 24%, and2_1 13%",
  "dp_hpwl_mm": 1.844,
  "cts.sinks": 17,
  "synth_area_per_cell_um2": 13.55,
  "io_pins": 35,
  "lay_top_cells": "22 x buf_6, 16 x dfrtp_1, 14 x and2_4",
  "ys_area_um2": 799.5,
  "clockBufferDepth": 2,
  "syn_to_final_growth_pct": 93.43,
  "netlist_area_um2": 799.5,
  "final_max_slew_viol_count": 0,
  "path_buffers": 3,
  "synth.yosys.seq_area_share_pct": 53.21,
  "cts_max_level": 1,
  "fin_total_pwr_mw": 1.322,
  "drt_wl_total_mm": 2.386,
  "cts_tree": "built",
  "worstPathCellList": "buf_6 > buf_6 > and2_4 > buf_6",
  "fp_util_pct": 9.829,
  "cts_root_buf": "clkbuf_8",
  "final_common_cell": "buf_6",
  "dieWidth_um": 111,
  "num_rows": 33,
  "antenna_found_initial": 0,
  "setup_slack_ns": -0.2722,
  "slew-limit-headroom_pct": 85.16,
  "crit_required_ns": 0.88,
  "critPathSlowestCell": "dfrtp_2",
  "setup_viol": 32,
  "synth_cells": 59,
  "crit_family": "flip-flops",
  "clock_latency_ns": 0.25,
  "crit_top_cell": "buf_6",
  "cp.arrival_ns": 1.15,
  "grt_pass1_vias": 677,
  "grt_pass1_wl_mm": 3.739,
  "drtPass1Iterations": 3,
  "gp_congestion": 0.6967,
  "tightest_slew_ns": 0.2226,
  "numPortBuffers": 34,
  "ys.flops": 17,
  "p_leak_nw": 0.7416,
  "top_usage_layer": "met1",
  "via_count": 639,
  "ys_cells": 59,
  "violations": "negative setup slack",
  "hp-class": "input port to asynchronous set/reset pin",
  "hold_buffers": 0,
  "core_um2": 8134,
  "cp-start-kind": "flop",
  "grt_util_met3_pct": 2.627,
  "synth.distinct_cells": 11,
  "grt_max_degree": 18,
  "ir_drop_mv": 0.3806,
  "cp_max_fo": 5,
  "drv_cap": 0,
  "fin_crit_sh_pct": 124.7,
  "ys_warn_count": 1,
  "status": "finished with violations",
  "detail-route-antenna-nets": 0,
  "grt_use_met2_pct": 4.874,
  "avgRoutedWirePerCell_um": 10.89
}
==> final timing paths <==
| path | startpoint | endpoint | slack (ns) | cells after the start |
|---|---|---|---|---|
| max in group asynchronous | rst | led_control | 0.61 | 3 |
| max reg2reg | led_control | led_control | 0.16 | 2 |
| min in group clk0 | write_address[4] | led_control | 0.49 | 5 |
| max | led_control | led[9] | -0.27 | 4 |
| min reg2reg | led_data1[0] | led_data1[0] | 0.50 | 1 |
| min | rst | led_data2[0] | 0.28 | 3 |
==> routing by layer <==
metal | up-vias | wire length, µm
met3 | 2 | 247
met5 | - | 0
met4 | 0 | 7
met2 | 29 | 899
li1 | 313 | -
met1 | 295 | 1231
==> logic make-up (layout without fill, tap and decap cells) <==
group                  count (synthesis)  after routing  synth area share, %
buffers and inverters                  4             59                2.817
multiplexers                          17             17                23.94
AND/OR/NAND/NOR                       21             21                20.03
flip-flops                            17             17                53.21
==> stage by stage <==
stage	setup TNS (ns)	area [µm²]	util, %	hold WS, ns	std cells
after global routing	-5.985	1546	19.01	0.3139	219
after detailed placement	-18.08	1386	17.04	0.4865	207
after global placement	-17.19	1386	17.04	0.4798	207
after floorplan	-2.527	834.6	-	0.1461	59
after CTS	-4.509	1461	17.97	0.2922	219
final	-4.593	1546	19.01	0.2825	219
==> worst reg2reg max path, cell delays in order, from the launching register on <==
cell and delay (ns):
dfrtp_2 0.43, buf_6 0.14, mux2_2 0.26
==> synth_stat cells <==
master / instances
clkbuf_1: 1
inv_1: 2
nor4b_4: 1
nor3_1: 1
buf_6: 1
and4b_1: 1
and2_1: 16
nand4b_1: 1
nand4_2: 1
mux2_2: 17
dfrtp_1: 17
==> timing repair <==
item	4_1_cts	5_1_grt
cloned	0	0
pin swaps	12	3
setup buffers	8	0
gates resized	98	18
endpoints found under the setup margin	33	32
==> cell type report <==
type	count	area [µm²]
fill	877	6588
timing repair buffer	53	505.5
multi-input combinational	38	430.4
inverter	2	7.507
sequential	17	426.7
clock buffer	4	45.04
tap	105	131.4
==> registers in the layout (all words and copies together) (netlist names) <==
register / flops
led_data1: 8
led_data2: 8
led_control: 1
==> power breakdown <==
part           internal (mW)  leakage (nW)  switching, mW  total (mW)
Sequential             0.655         0.233         0.0167       0.671
Combinational          0.130         0.486         0.0619       0.192
Clock                  0.256        0.0228          0.202       0.458
Power is estimated from default activity; no workload was simulated.
